==> ./design.v <==
module sign_extend (
  input [15:0] in,
  output [31:0] out
);
  assign out = {{16{in[15]}}, in};
endmodule
module shl_2 (
  input [31:0] in,
  output [31:0] out
);
  assign out = {in[29:0], 2'b00};
endmodule
module adder (
  input [31:0] a,
  input [31:0] b,
  output [31:0] out
);
  assign out = a + b;
endmodule
module mux2_32 (
  input [31:0] d0,
  input [31:0] d1,
  input a,
  output [31:0] out
);
  assign out = a ? d1 : d0;
endmodule
module mux2_1 (
  input d0,
  input d1,
  input a,
  output out
);
  assign out = a ? d1 : d0;
endmodule
module mux2_5 (
  input [4:0] d0,
  input [4:0] d1,
  input a,
  output [4:0] out
);
  assign out = a ? d1 : d0;
endmodule
module mux4_32 (
  input [31:0] d0,
  input [31:0] d1,
  input [31:0] d2,
  input [31:0] d3,
  input [1:0]  key,
  output reg [31:0] out
);
  always @(key or d0 or d1 or d2 or d3) begin
    case (key)
      2'b00: out = d0;
      2'b01: out = d1;
      2'b10: out = d2;
      2'b11: out = d3;
      default: out = d0;  
    endcase
  end
endmodule
module mux4_5 (
  input [4:0] d0,
  input [4:0] d1,
  input [4:0] d2,
  input [4:0] d3,
  input [1:0] key,
  output reg [4:0] out
);
  always @(key or d0 or d1 or d2 or d3) begin
    case (key)
      2'b00: out = d0;
      2'b01: out = d1;
      2'b10: out = d2;
      2'b11: out = d3;
      default: out = d0;  
    endcase
  end
endmodule
module control_unit (
  input [5:0] opcode,
  input [5:0] funct,
  output MemToReg,
  output MemWrite,
  output Branch,
  output ALUSrc,
  output RegDst,
  output RegWrite,
  output Jump,
  output JumpLink,
  output JumpReg,
  output BranchNot,
  output [2:0] ALUControl
);
  wire [1:0] ALUOp;
  main_decoder md (
    .opcode(opcode),
    .MemToReg(MemToReg),
    .MemWrite(MemWrite),
    .Branch(Branch),
    .ALUSrc(ALUSrc),
    .RegDst(RegDst),
    .RegWrite(RegWrite),
    .Jump(Jump),
    .JumpLink(JumpLink),
    .BranchNot(BranchNot),
    .ALUOp(ALUOp)
      );
  ALU_decoder alud (
    .funct(funct),
    .ALUOp(ALUOp),
    .ALUControl(ALUControl),
    .JumpReg(JumpReg)
  );
endmodule
module main_decoder (
  input [5:0] opcode,
  output reg MemToReg,
  output reg MemWrite,
  output reg Branch,
  output reg ALUSrc,
  output reg RegDst,
  output reg RegWrite,
  output reg Jump,
  output reg JumpLink,
  output reg BranchNot,
  output reg [1:0] ALUOp
);
  always @(opcode) begin
    case (opcode)
      6'b000101: begin
        RegWrite <= 1'b0;
        RegDst <= 1'b0;
        ALUSrc <= 1'b0;
        Branch <= 1'b1;
        BranchNot <= 1'b1;
        MemWrite <= 1'b0;
        MemToReg <= 1'b0;
        ALUOp <= 2'b00;
        Jump <= 1'b0;
        JumpLink <= 1'b0;
      end
      6'b000000: begin
        RegWrite <= 1'b1;
        RegDst <= 1'b1;
        ALUSrc <= 1'b0;
        Branch <= 1'b0;
        BranchNot <= 1'b0;
        MemWrite <= 1'b0;
        MemToReg <= 1'b0;
        ALUOp <= 2'b10;
        Jump <= 1'b0;
        JumpLink <= 1'b0;
      end
      6'b001000: begin
        RegWrite <= 1'b1;
        RegDst <= 1'b0;
        ALUSrc <= 1'b1;
        Branch <= 1'b0;
        BranchNot <= 1'b0;
        MemWrite <= 1'b0;
        MemToReg <= 1'b0;
        ALUOp <= 2'b00;
        Jump <= 1'b0;
        JumpLink <= 1'b0;
      end
      6'b001100: begin
        RegWrite <= 1'b1;
        RegDst <= 1'b0;
        ALUSrc <= 1'b1;
        Branch <= 1'b0;
        BranchNot <= 1'b0;
        MemWrite <= 1'b0;
        MemToReg <= 1'b0;
        ALUOp <= 2'b11;
        Jump <= 1'b0;
        JumpLink <= 1'b0;
      end
      6'b100011: begin
        RegWrite <= 1'b1;
        RegDst <= 1'b0;
        ALUSrc <= 1'b1;
        Branch <= 1'b0;
        BranchNot <= 1'b0;
        MemWrite <= 1'b0;
        MemToReg <= 1'b1;
        ALUOp <= 2'b00;
        Jump <= 1'b0;
        JumpLink <= 1'b0;
      end
      6'b101011: begin
        RegWrite <= 1'b0;
        RegDst <= 1'b0;
        ALUSrc <= 1'b1;
        Branch <= 1'b0;
        BranchNot <= 1'b0;
        MemWrite <= 1'b1;
        MemToReg <= 1'b0;
        ALUOp <= 2'b00;
        Jump <= 1'b0;
        JumpLink <= 1'b0;
      end
      6'b000100: begin
        RegWrite <= 1'b0;
        RegDst <= 1'b0;
        ALUSrc <= 1'b0;
        Branch <= 1'b1;
        BranchNot <= 1'b0;
        MemWrite <= 1'b0;
        MemToReg <= 1'b0;
        ALUOp <= 2'b01;
        Jump <= 1'b0;
        JumpLink <= 1'b0;
      end
      6'b000010: begin
        RegWrite <= 1'b0;
        RegDst <= 1'b0;
        ALUSrc <= 1'b0;
        Branch <= 1'b0;
        BranchNot <= 1'b0;
        MemWrite <= 1'b0;
        MemToReg <= 1'b0;
        ALUOp <= 2'b00;
        Jump <= 1'b1;
        JumpLink <= 1'b0;
      end
      6'b000011: begin
        RegWrite <= 1'b1;
        RegDst <= 1'b0;
        ALUSrc <= 1'b0;
        Branch <= 1'b0;
        BranchNot <= 1'b0;
        MemWrite <= 1'b0;
        MemToReg <= 1'b0;
        ALUOp <= 2'b00;
        Jump <= 1'b1;
        JumpLink <= 1'b1;
      end
    endcase
  end
endmodule
module ALU_decoder (
  input [5:0] funct,
  input [1:0] ALUOp,
  output reg [2:0] ALUControl,
  output reg JumpReg
);
  always @(funct or ALUOp) begin
      JumpReg <= 1'b0;
    case (ALUOp)
      2'b00: ALUControl <= 3'b010;  
      2'b01: ALUControl <= 3'b110;  
      2'b11: ALUControl <= 3'b000;  
      2'b10: begin
        case (funct)
          6'b100000: ALUControl <= 3'b010;  
          6'b100010: ALUControl <= 3'b110;  
          6'b100100: ALUControl <= 3'b000;  
          6'b100101: ALUControl <= 3'b001;  
          6'b101010: ALUControl <= 3'b111;  
          6'b001000: begin
            JumpReg <= 1'b1;
            ALUControl <= 3'b000;
          end
        endcase
      end
    endcase
  end
endmodule
module alu (
  input [2:0] key,
  input [31:0] a,
  input [31:0] b,
  output reg [31:0] out,
  output reg zero
);
  always @(key or a or b) begin
    zero <= (a == b);  
    case(key)
      3'b000: out = a & b;       
      3'b001: out = a | b;       
      3'b010: out = a + b;       
      3'b011: out = a - b;       
      3'b100: out = a & (~b);    
      3'b101: out = a | (~b);    
      3'b110: out = a - b;       
      3'b111: out = (a < b) ? 1 : 0;   
    endcase
  end
endmodule
module mips_cpu (
  input clk,
  inout [31:0] pc,
  output [31:0] pc_new,
  output [31:0] instruction_memory_a,
  inout [31:0] instruction_memory_rd,
  output [31:0] data_memory_a,
  inout [31:0] data_memory_rd,
  output data_memory_we,
  output [31:0] data_memory_wd,
  output [4:0] register_a1,
  output [4:0] register_a2,
  output [4:0] register_a3,
  output register_we3,
  output [31:0] register_wd3,
  inout [31:0] register_rd1,
  inout [31:0] register_rd2
);
  wire [31:0] step = 32'd4;  
  wire [31:0] instruction;  
  wire [5:0] opcode;  
  wire [5:0] funct;  
  wire [4:0] rs;  
  wire MemToReg, MemWrite, Branch, ALUSrc, RegDst, RegWrite, Jump, JumpLink, JumpReg, BranchNot;  
  wire [2:0] ALUControl;  
  wire [15:0] constant;  
  wire [31:0] extended_constant;  
  wire [31:0] pc_plus_4;  
  wire [31:0] constant_multiplied;  
  wire [31:0] pc_branch;  
  wire [31:0] src_b;  
  wire [31:0] alu_result;  
  wire zero;  
  wire inv_zero;  
  wire zero_src;  
  wire branch_src;  
  wire [1:0]  pc_src;  
  wire [25:0] jump_constant;  
  wire [31:0] new_jump_constant;  
  wire [31:0] write_data;  
  wire [1:0] ch1;
  wire [1:0] ch2;
  assign instruction_memory_a = pc;
  assign instruction = instruction_memory_rd;
  assign opcode = instruction[31:26];
  assign funct = instruction[5:0];
  assign rs = 5'b11111;
  control_unit cu (
    .opcode(opcode),
    .funct(funct),
    .MemToReg(MemToReg),
    .MemWrite(MemWrite),
    .Branch(Branch),
    .ALUSrc(ALUSrc),
    .RegDst(RegDst),
    .RegWrite(RegWrite),
    .Jump(Jump),
    .JumpLink(JumpLink),
    .JumpReg(JumpReg),
    .BranchNot(BranchNot),
        .ALUControl(ALUControl)
  );
  assign register_a1 = instruction[25:21];
  assign register_a2 = instruction[20:16];
  assign ch1 = {JumpLink, RegDst};
  assign register_we3 = RegWrite;
  mux4_5 write_mux (
    .d0(instruction[20:16]),
    .d1(instruction[15:11]),
    .d2(rs),
    .d3(rs),
    .key(ch1),
    .out(register_a3)
  );
  assign constant = instruction[15:0];
  sign_extend ext (.in(constant), .out(extended_constant));
  adder add_step (.a(step), .b(pc), .out(pc_plus_4));
  shl_2 shift2 (.in(extended_constant), .out(constant_multiplied));
  adder add_constant_steps (.a(constant_multiplied), .b(pc_plus_4), .out(pc_branch));
  mux2_32 mux_src_b (.d0(register_rd2), .d1(extended_constant), .a(ALUSrc), .out(src_b));
  alu alu1 (.key(ALUControl), .a(register_rd1), .b(src_b), .out(alu_result), .zero(zero));
  assign inv_zero = ~zero;
  mux2_1 mux_to_zero (.d0(zero), .d1(inv_zero), .a(BranchNot), .out(zero_src));
  assign branch_src = zero_src & Branch;
  assign pc_src = {Jump | JumpReg, branch_src | JumpReg};
  assign jump_constant = instruction[25:0];
  assign new_jump_constant = {pc_plus_4[31:28], jump_constant, 2'b00};
  mux4_32 mux_pc_new (
    .d0(pc_plus_4),
    .d1(pc_branch),
    .d2(new_jump_constant),
    .d3(register_rd1),
    .key(pc_src),
    .out(pc_new)
  );
  assign data_memory_a = alu_result;
  assign data_memory_wd = register_rd2;
  assign data_memory_we = MemWrite;
  assign ch2 = {JumpLink, MemToReg};
  mux4_32 mux_reg_mem (
    .d0(alu_result),
    .d1(data_memory_rd),
    .d2(pc_plus_4),
    .d3(pc_plus_4),
    .key(ch2),
    .out(write_data)
  );
  assign register_wd3 = write_data;
endmodule
==> ./run.sh <==
#!/bin/bash
# OpenROAD 26Q1-2900-gdf79404cd8, Yosys 0.63+post, stock flow scripts
make -C /OpenROAD-flow-scripts/flow DESIGN_CONFIG=/design/flow/config.mk WORK_HOME=/design/flow/orfs finish
==> ./config.mk <==
export PLATFORM = sky130hd
export DESIGN_NAME = mips_cpu
export DESIGN_NICKNAME = mips_cpu
export VERILOG_FILES = /design/flow/design.v
export SDC_FILE = /design/flow/constraint.sdc
export NUM_CORES = 4
export LEC_CHECK = 1
export CORE_AREA = 10 10 206 206
export DIE_AREA = 0 0 216 216
==> ./constraint.sdc <==
current_design mips_cpu

set clk_period 10.8
set clk_io_pct 0.2

create_clock -name clk0 -period $clk_period

set non_clock_inputs [all_inputs -no_clocks]
set_input_delay [expr $clk_period * $clk_io_pct] -clock clk0 $non_clock_inputs
set_output_delay [expr $clk_period * $clk_io_pct] -clock clk0 [all_outputs]
==> reports/qor.yml <==
outcome: "did not finish"
last-stage-reached: "global routing"
error_line: "[ERROR RSZ-0074] Failed to build tree from global routes for pin 'register_rd2[9]' and net 'register_rd2[9]' at grid (127650, 3450): found route to 3 pins, expected 2"
place_worst_setup_slack_ns: 1.74
cts_hold_buffers: 0
mean_syn_cell_area_sq_um: 6.52
ys_cells: 1551
globalplace.congestion: 1.00
numPortBuffers: 177
number_of_enable_flip_flop_cells: 0
fp.dieH_um: 216
postSynthCellCount: 1551
synth_warnings: 5
floorplan.io_pins: 338
postSynth.topFlopCell: "dlxtn_1"
total_cell_area_reported_by_yosys_after_synthesis_sq_um: 10100
mappedNetlistArea_sq_um: 10100
asyncSetResetFlopFracSynth: 0
largest_net_degree_at_the_start_of_global_routing: 43
ys_seq_elements: 14
cts-resized-gates: 0
unclocked_pins: 14
place_hpwl_um: 43900
untimed_endpoints: 176
fp_util: 0.268
core.rowCount: 71
synth.lib_cells_used.distinct: 83
cts.repair_timing.setup_buffer_count: 0
die_w_um: 216
==> synth_stat cells (all sizes together), types with 25 or more instances <==
cell type / number / area [sq um]
a31oi: 29 / 181
mux2i: 39 / 390
xnor2: 67 / 587
o21ai: 93 / 469
nand4: 30 / 188
nand2: 151 / 567
a21o: 25 / 188
nor3: 32 / 165
ha: 98 / 1230
a21oi: 149 / 746
buf: 112 / 754
nand3: 42 / 210
clkbuf: 56 / 210
nor2: 128 / 480
inv: 87 / 327
==> cell families after synthesis <==
| logic type | synth area share |
|---|---|
| AND/OR/NAND/NOR | 0.238 |
| adder cells (fa/ha/maj) | 0.147 |
| latches | 0.0208 |
| AND-OR/OR-AND | 0.344 |
| multiplexers | 0.0430 |
| XOR/XNOR | 0.0788 |
| buffers and inverters | 0.128 |
==> through the flow <==
step | total power [mW] | instances | util | hold slack, ns | cell area (sq um)
2_1_floorplan | 0.414 | 1551 | - | 4.34 | 10100
3_3_place_gp | 0.723 | 2089 | 0.310 | 4.71 | 11700
3_5_place_dp | 0.719 | 2089 | 0.310 | 4.71 | 11700
4_1_cts | 0.724 | 2089 | 0.310 | 4.71 | 11700
Power is estimated from default activity; no workload was simulated.
